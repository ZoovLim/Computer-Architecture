==> flow/design.v <==
module inst_decoder
(
	input [31:0] inst,
	output [6:0] opcode,
	output [2:0] funct3,
	output [6:0] funct7,
	output [4:0] rs1,
	output [4:0] rs2,
	output [4:0] rd,
	output [63:0] imm64,
	output branch_check
);
	wire [51:0] sign_extended;
	assign opcode = inst[6:0];
	assign funct3 = inst[14:12];
	assign funct7 = inst[31:25];
	assign rs1 = inst[19:15];
	assign rs2 = inst[24:20];
	assign rd = inst[11:7];
	assign sign_extended = inst[31] ? 52'hfffffffffffff : 52'h0;
	assign imm64 =	((opcode == 7'b0110011) ? 64'h0 : 				 
			((opcode[6:5] == 2'b00) ? {sign_extended, inst[31:20]} :	 
			((opcode[6:5] == 2'b01) ? {sign_extended, inst[31:25], inst[11:7]} :		 
			{sign_extended, inst[7], inst[30:25], inst[11:8], 1'b0})));		 
	assign branch_check = (opcode == 7'b1100011) ? 1'b1 : 1'b0;
endmodule
==> flow/run.sh <==
#!/bin/bash
# OpenROAD 26Q1-2900-gdf79404cd8, Yosys 0.63+post, stock flow scripts
make -C /OpenROAD-flow-scripts/flow DESIGN_CONFIG=/design/flow/config.mk WORK_HOME=/design/flow/orfs finish
==> flow/config.mk <==
export PLATFORM = sky130hd
export DESIGN_NAME = inst_decoder
export DESIGN_NICKNAME = inst_decoder
export VERILOG_FILES = /design/flow/design.v
export SDC_FILE = /design/flow/constraint.sdc
export NUM_CORES = 4
export LEC_CHECK = 1
export CORE_AREA = 10 10 70 70
export DIE_AREA = 0 0 80 80
==> flow/constraint.sdc <==
current_design inst_decoder

set clk_period 2.5
set clk_io_pct 0.2

create_clock -name clk0 -period $clk_period

set non_clock_inputs [all_inputs -no_clocks]
set_input_delay [expr $clk_period * $clk_io_pct] -clock clk0 $non_clock_inputs
set_output_delay [expr $clk_period * $clk_io_pct] -clock clk0 [all_outputs]
==> run notes <==
Reports from this run.

- The synthesized netlist occupies a cell area of 897.1 µm².
- The area share of fa/ha/maj cells after synthesis is 0%.
- IR analysis of the VDD net gives a maximum drop of 0.08227 mV.
- The placement-stage cell area is 1520 µm².
- Per STA, the library cell used most along the worst path is sky130_fd_sc_hd__clkdlybuf4s50_1.
- Sequential elements use 0% of the synthesized area.
- The mean routed wirelength per cell reads 17.11 µm.
- The mean instance size in the synthesized netlist reads 7.869 µm².
- In this run the core area contains 21 standard-cell rows.
- The tool flagged a number of max-cap violations equal to 0.
- The area growth from synthesis to layout is 88.01%.
- The die is 80 µm tall.
- The commonest non-fill, non-tap cell in the layout reads sky130_fd_sc_hd__clkdlybuf4s50_1.
- The delay of the slowest cell on the worst path reads 0.49 ns.
- In the synthesized netlist, the number of instances is 114.
- The buffer_ports step reported a buffer count of 113.
- The final cell area excluding filler cells reads 1687 µm².
- The worst setup path is captured at a primary output.
- Per the finish-stage timing summary, setup violations number 0.
- The detailed-placement wirelength estimate reads 2753 µm.
- The startpoint kind of the worst setup timing path is an input port.
- After routing, the total negative slack on setup checks comes to 0 ns.
- The fraction of synthesized area in multiplexers reads 2.232%.
- The kind of critical path is input port to primary output.
- The via count of the first global-routing pass reads 831.
- The critical path required time is 2.00 ns.
- The first-pass detailed-route iteration total is 2.
- The antenna violation net count after detailed routing reads 0.
- The dominant combinational cell family by area after synthesis is buffers and inverters.
- The area fraction in compound gates reads 14.50%.
- The stage-log warning count reads 32.
- The standard cell core area reads 3416 µm².
- The share of the cycle needed by the critical path after routing reads 97.83%.
- Looking at the max-slew report, the worst-margin pin has a slew of 0.3087 ns.
- The power report puts the leakage power at 0.7248 nW.
- Total power normalized to cell area comes to 156.1 nW/µm².
- The origin of the worst setup path is inst[24].
- The number of max-slew violations in the final report reads 0.
- The maximum number of pins on one net before global-route repair reads 14.
- The sequential cell count is 0.
- The area enclosed by the die boundary is 6400 µm².
- Traced cell by cell, the critical path runs through clkdlybuf4s50_1 > or3b_1 > a22oi_2 > clkdlybuf4s50_1.
- By instance count after routing, the leading logic cell types are 98 x sky130_fd_sc_hd__clkdlybuf4s50_1, 10 x sky130_fd_sc_hd__buf_4, 6 x sky130_fd_sc_hd__a21boi_0.
- The flow ran to the end, and the final reports show no timing, DRC or antenna violations.
- The master of the slowest instance on the critical path is sky130_fd_sc_hd__clkdlybuf4s50_1.
- The number of hold violations in the final report reads 0.
- The finished layout holds 204 standard cells, fillers aside.
- The antenna diode instance count is 0.
- The starting utilization of the core area is 26.26%.
- The number of logic stages on the critical path including buffering reads 4.
- The data arrival time of the critical path is 1.95 ns.
- The count of synthesis-stage warnings from yosys reads 0.
- The horizontal die dimension reads 80 µm.
- The initial antenna violation count came to 0.
- Counting I/O delays and the setup requirement, the final critical path takes 2.446 ns.
- The proportion of layout cells with a drive suffix above 1 reads 20.89%.
- The synth_stat.txt file lists the number of cells as 114.
- Along the critical path, the tally of buffer and inverter instances is 2.
- The number of distinct standard cells referenced by the synthesized netlist reads 15.
- The critical path capture point reads imm64[4].
- The family with the most delay on the worst path is buffers and inverters.
- The count of placed standard cells including taps is 194.
- In the post-route report, total wirelength is listed as 3491 µm.
- For this run the aggregate overflow at the end of global routing stands at 0.
- The count of vias placed by the detailed router is 784.
- The flip-flop and latch area reads 0 µm².
- The Yosys chip area is 897.1 µm².
- The report shows a maximum critical-path fanout of 2.
- The path class of the tightest hold or removal check is input port to primary output.
- The cell-mix breakdown from Yosys lists the XOR/XNOR area share as 0%.
- The final-layout clock buffer total reads 0.
- The design draws 0.2633 mW.
- Setup repair after global routing left no endpoint under its margin.
- The worst-case headroom to the max-slew limit is 79.33%.
- After the first detailed-routing iteration, the DRC count stood at 14.
- The synthesized netlist devotes 9.484% of its cell area to simple gates.
- The via count normalized by instance count reads 3.843.
- For this run, design rule violations remaining after detail routing come to 0.
- The overall track demand over capacity in global routing is 10.02%.
- The number of ports placed on the die boundary is 129.
- Based on the critical path, the design can be clocked at up to 0.4089 GHz.
- The routability-driven placement congestion ratio reads 0.7322.
- The first-pass GRT wire length reads 5154 µm.
## where the power goes
group / leakage, nW / internal, mW / switching (mW)
combinational: 0.725 / 0.200 / 0.0635
clock: 0 / 0 / 0
sequential: 0 / 0 / 0
total: 0.725 / 0.200 / 0.0635
## layer usage
| layer | global-route usage (%) | up-vias | wire length (µm) | share of wire, % |
|---|---|---|---|---|
| met5 | 0 | - | 0 | 0 |
| met1 | 11.01 | 354 | 1243 | 36 |
| met3 | 4.318 | 0 | 447 | 13 |
| met4 | 0.1761 | 0 | 0 | 0 |
| li1 | - | 386 | - | - |
| met2 | 18.30 | 44 | 1799 | 52 |
## kinds of logic after synthesis
family,count (synthesis)
buffers and inverters,87
AOI/OAI and AO/OA,17
and+or+nand+nor,8
muxes,2
## cells in the mapped netlist, drive strengths merged
cell type  count  area, µm²
buf           87      661.9
o21ai          4      20.02
a22oi          4      45.05
and3           1      11.26
nor4b          1      23.77
and4b          1      11.26
a21oi          1      5.000
nor2           1      3.750
or3b           4      35.03
a21boi         7      52.55
a211oi         1      7.510
mux2i          2      20.02
## final cells by class
class | instances | area, µm²
fillers | 313 | 1729
repair buffers | 131 | 1370
multi-input cells | 27 | 259.0
well taps | 46 | 57.56
## worst min path at each step
stage	cells past startpoint	endpoint	start	slack, ns
CTS	0	funct3[1]	inst[13]	1.00
global route	0	rs1[2]	inst[17]	1.00
finish	0	funct3[2]	inst[14]	1.00
## per-stage QoR
| step | util (%) | worst slack (ns) | hold WS (ns) |
|---|---|---|---|
| final | 49.38 | 0.05424 | 1.000 |
| after global routing | 49.38 | 0.003115 | 1.000 |
| after CTS | 49.23 | 0.02047 | 1.000 |
| after detailed placement | 44.51 | -0.2211 | 1.000 |
| after global placement | 44.51 | -0.1781 | 1.000 |
| after floorplan | - | 0.2265 | 1.066 |
## timing repair
item | 4_1_cts | 5_1_grt
pin swaps | 3 | 2
cloned | 4 | 0
setup buffers | 8 | 0
setup endpoints to repair | 65 | 35
hold buffers | 0 | 0
gates resized | 27 | 11
No activity file was given, so power comes from the tool's default toggle rates.
