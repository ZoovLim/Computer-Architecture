==> design.v <==
module pipeline_ctl
(
	input [6:0] opcode,
	input [2:0] funct3,
	input [6:0] funct7,
	input hazard_detected,
	output reg alu_src,
	output reg mem_to_reg,
	output reg reg_write,
	output reg mem_read,
	output reg mem_write,
	output reg [2:0] alu_operation,
	output reg halt
);
	parameter R_FORMAT	= 7'b0110011;
	parameter I_FORMAT	= 7'b0010011;
	parameter LOAD			= 7'b0000011;
	parameter STORE		= 7'b0100011;
	parameter BEQ			= 7'b1100011;
	always @(opcode, funct3, funct7, hazard_detected)
	begin	
		if(hazard_detected == 1'b1)
		begin 
		alu_src <= 1'b0;
		mem_to_reg <= 1'b0;
		reg_write <= 1'b0;
		mem_read <= 1'b0;
		mem_write <= 1'b0;
		halt <= 1'b0;
		alu_operation <= 3'b000;
		end
		else if(opcode == R_FORMAT)
		begin
			alu_src <= 1'b0;
			mem_to_reg <= 1'b0;
			reg_write <= 1'b1;
			mem_read <= 1'b0;
			mem_write <= 1'b0;
			halt <= 1'b0;
			alu_operation <= (funct3 != 3'b000) ? ((funct3 == 3'b111 && funct7 == 7'h0) ? alu.BIT_AND :
															  ((funct3 == 3'b110 && funct7 == 7'h0) ? alu.BIT_OR :
															  ((funct3 == 3'b100 && funct7 == 7'h0) ? alu.BIT_XOR : alu.ALU_NOP))) : 
					(funct7 == 7'h20 ? alu.SUB_64 : (funct7 == 7'h0 ? alu.ADD_64 : alu.ALU_NOP));
		end
		else if(opcode == I_FORMAT)
		begin
			alu_src <= 1'b1;
			mem_to_reg <= 1'b0;
			reg_write <= 1'b1;
			mem_read <= 1'b0;
			mem_write <= 1'b0;
			halt <= 1'b0;
			alu_operation <= (funct3 != 3'b000) ? ((funct3 == 3'b111) ? alu.BIT_AND : ((funct3 == 3'b110) ? alu.BIT_OR : ((funct3 == 3'b100) ? alu.BIT_XOR : alu.ALU_NOP))) :
     								alu.ADD_64;
		end
		else if(opcode == LOAD)
		begin
			alu_src <= 1'b1;	
			mem_to_reg <= 1'b1;
			reg_write <= 1'b1;
			mem_read <= 1'b1;
			mem_write <= 1'b0;
			halt <= 1'b0;
			alu_operation <= alu.ADD_64;
		end
		else if(opcode == STORE)
		begin
			alu_src <= 1'b1;
			mem_to_reg <= 1'bx;
			reg_write <= 1'b0;
			mem_read <= 1'b0;
			mem_write <= 1'b1;
			halt <= 1'b0;
			alu_operation <= alu.ADD_64;
		end
		else if(opcode == 7'h0)	 
		begin
			alu_src <= 1'b0;
			mem_to_reg <= 1'b0;
			reg_write <= 1'b0;
			mem_read <= 1'b0;
			mem_write <= 1'b0;
			halt <= 1'b0;
			alu_operation <= alu.ALU_NOP;			
		end
		else if(opcode == BEQ)	 
		begin
			alu_src <= 1'b0;
			mem_to_reg <= 1'b0;
			reg_write <= 1'b0;
			mem_read <= 1'b0;
			mem_write <= 1'b0;
			halt <= 1'b0;
			alu_operation <= alu.SUB_64;			
		end
		else	 
		begin
			halt <= 1'b1;
		end
	end
endmodule
==> run.sh <==
#!/bin/bash
# OpenROAD 26Q1-2900-gdf79404cd8, Yosys 0.63+post, stock flow scripts
make -C /OpenROAD-flow-scripts/flow DESIGN_CONFIG=/design/flow/config.mk WORK_HOME=/design/flow/orfs finish
==> config.mk <==
export PLATFORM = sky130hd
export DESIGN_NAME = pipeline_ctl
export DESIGN_NICKNAME = pipeline_ctl
export VERILOG_FILES = /design/flow/design.v
export SDC_FILE = /design/flow/constraint.sdc
export NUM_CORES = 4
export LEC_CHECK = 1
export CORE_AREA = 10 10 70 70
export DIE_AREA = 0 0 80 80
==> constraint.sdc <==
current_design pipeline_ctl

set clk_period 2.6
set clk_io_pct 0.2

create_clock -name clk0 -period $clk_period

set non_clock_inputs [all_inputs -no_clocks]
set_input_delay [expr $clk_period * $clk_io_pct] -clock clk0 $non_clock_inputs
set_output_delay [expr $clk_period * $clk_io_pct] -clock clk0 [all_outputs]
==> flow_summary.ini <==
; synthesis and place-and-route metrics
[synth]
synth.yosys.chip_area_um2 = 175
netlist_logic_family_top = simple AND/OR/NAND/NOR gates
cell_accounting_for_the_most_synthesized_area = sky130_fd_sc_hd__dlxtn_1
post_synth_main_area_contributors = sky130_fd_sc_hd__dlxtn_1 34%, sky130_fd_sc_hd__buf_4 17%, sky130_fd_sc_hd__a2111oi_2 8.6%
top_cell_area_share = 0.343
area_share_of_and_or_or_and_cells_after_synthesis = 0.143
yosys.cell_types.count = 13
enable_flop_cells = 0
synth_async_sr_flop_share = 0
synth_xor_xnor_area_share = 0
synth.mux.area_fraction = 0
most_used_standard_cells_in_the_synthesized_netlist = 4 x sky130_fd_sc_hd__buf_4, 4 x sky130_fd_sc_hd__dlxtn_1, 2 x sky130_fd_sc_hd__a21oi_1, 2 x sky130_fd_sc_hd__nor3_1, 2 x sky130_fd_sc_hd__or3_1
ys_seq_elements = 4
yosys_cells = 22
synthAdderAreaFrac = 0
ff_type = sky130_fd_sc_hd__dlxtn_1
count_of_yosys_warnings_during_synthesis = 13
synth_simple_gate_area_share = 0.300
per_instance_average_area_after_synthesis_um2 = 7.96
synth.cell_area_um2 = 175
syn-instance-count = 22

[power]
standby_leakage_power_uw = 0.000151
power_density_nw_per_um2 = 83.2
ir_worst_vdd_v = 0.0000382

[global_route]
grt_first_pass_wirelength_um = 1100
grt_usage = 0.0206
grt-ovfl-total = 0
grt_max_degree = 6
grt_antenna_before_repair = 0
first_global_vias = 235

[min_path]
min_delay_worst_endpoint = halt
timing.hold.worst.class = in -> out
whs_path_depth = 5
worstHoldStart = opcode[6]

[sta]
timing.fmax_mhz = 402
final.period_utilization = 0.956
timing_hold_violations_final = 0
tns_ns = 0
unconstrained_endpoints = 9
grt_setup_unrepaired = false
timing.final.setup_violations = 0
fin_hold_ws_ns = 1.77
unclocked_pins = 4
finalWorstPathRequiredPeriod_ns = 2.49
worst_slack_ns = 0.115
drv_slew = 0

[worst_setup_path]
crit_path_max_incr_delay_ns = 0.54
path_max_fanout = 2
crit_slowest_cell = sky130_fd_sc_hd__or4_4
required_ns = 2.08
crit_top_cell = sky130_fd_sc_hd__dlygate4sd2_1
worst_setup_path_end_kind = output port
cp_cell_sequence = dlygate4sd2_1 > or4_4 > a2111oi_4 > nor3_2 > dlygate4sd2_1
setup.worst_path.start_class = input pin
critical_path_class = in -> out
data_arrival_time_of_the_critical_path_ns = 1.97

[final_layout]
drive_above_1_share = 0.225
stdcell_area_um2 = 410
area_delta_synth_final_pct = 134

[drt]
vias_per_cell = 2.53
insertedDiodeCount = 0
drt-total-wl_um = 682
drt_pass_1_iters = 1
routedWlPerCell_um = 7.93
drt_drc_violations_left = 0
antenna_violating_nets_post_route = 0
routed-via-count = 218
first_iter_violations = 0

[die]
placementRows = 21
die_h_um = 80
num_io_pins = 27
fp.dieArea_um2 = 6400
design.core.area_um2 = 3420
die-width_um = 80
fp_util = 0.0513

[flow_run]
stage_log_warnings = 42
max_cap_violations = 0

[status]
status = finished, final reports clean

[place]
place.port_buffers = 14
dpl-instance-area_um2 = 388
hpwl_um = 615
gp_congestion = 0.707
place_ws_ns = -0.272

[clock_tree]
cts.hold.buffers_added = 0
-- cell usage in the layout (no fill, tap or decap) --
master	n
sky130_fd_sc_hd__or3_1	2
sky130_fd_sc_hd__a21oi_1	2
sky130_fd_sc_hd__inv_1	1
sky130_fd_sc_hd__dlygate4sd2_1	5
sky130_fd_sc_hd__nand2_1	1
sky130_fd_sc_hd__a2111oi_4	1
sky130_fd_sc_hd__dlxtn_1	4
sky130_fd_sc_hd__nor4_1	1
sky130_fd_sc_hd__clkdlybuf4s50_1	9
sky130_fd_sc_hd__nor3b_1	1
sky130_fd_sc_hd__or4_4	1
sky130_fd_sc_hd__buf_4	6
sky130_fd_sc_hd__conb_1	3
sky130_fd_sc_hd__nand3_1	1
sky130_fd_sc_hd__nor3_1	1
sky130_fd_sc_hd__nor3_2	1
-- per-stage QoR --
stage | total power (uW) | cells | utilization
final | 34.2 | 86 | 0.120
after detailed placement | 33.2 | 85 | 0.114
after CTS | 34.2 | 86 | 0.120
after global routing | 37.5 | 86 | 0.120
after global placement | 32.2 | 85 | 0.114
after floorplan | 10.2 | 24 | -
-- cell families (layout without fill, tap and decap cells) --
| family | Yosys count | after routing |
|---|---|---|
| latches | 4 | 4 |
| other | 1 | 3 |
| AND-OR/OR-AND | 3 | 3 |
| AND/OR/NAND/NOR | 9 | 9 |
| buffers and inverters | 5 | 21 |
-- worst max-delay path: cells and delay by family --
kind / cells / cell delay (ns)
compound gates: 1 / 0.32
buf+inv: 2 / 0.50
simple gates: 2 / 0.63
-- routing by layer --
metal,wire length (um),vias up,global-route usage
met5,0,-,0
met4,0,0,0
met3,76,0,0.00455
met2,215,15,0.0257
met1,391,95,0.0351
li1,-,108,-
-- layout make-up --
class                   count  area (um^2)
flip-flops and latches      4         60.1
fillers                   416         3010
inverters                   1         3.75
multi-input cells          15          110
well taps                  46         57.6
repair buffers             20          179
-- worst max-delay path by stage --
stage / startpoint / endpoint / slack, ns
4_1_cts: opcode[1] / halt / 0.06
5_1_grt: opcode[1] / halt / 0.04
6_report: opcode[1] / halt / 0.11
-- what timing repair did --
action | in CTS | in global routing
hold endpoints to repair | 0 | 0
setup buffers | 1 | 0
setup endpoints to repair | 1 | 1
gates resized | 8 | 0
pin swaps | 3 | 1
-- power by group --
group,internal (uW),switching (uW)
clock,0,0
combinational,19.0,12.0
sequential,3.01,0.117
Power figures rest on the tool's default switching activity, not on a simulated workload.
